==> design/flow/design.v <==
module IFID(clk_i,
            rst_i,
            flush_i,
            stall_i,
            instr_i,
            addr_i,
            instr_o,
            addr_o);
    input               clk_i;
    input               rst_i;
    input               flush_i;
    input               stall_i;
    input       [31:0]  instr_i;
    output  reg [31:0]  instr_o;
    input       [31:0]  addr_i;
    output  reg [31:0]  addr_o;
    always @(posedge clk_i ) begin
            if (flush_i) begin
                addr_o  <= 0 ;
                instr_o <= 0;
            end
            else if (stall_i != 1)begin
            addr_o  <= addr_i;
            instr_o <= instr_i;
        end
    end
endmodule
==> design/flow/run.sh <==
#!/bin/bash
# OpenROAD 26Q1-2900-gdf79404cd8, Yosys 0.63+post, stock flow scripts
make -C /OpenROAD-flow-scripts/flow DESIGN_CONFIG=/design/flow/config.mk WORK_HOME=/design/flow/orfs finish
==> design/flow/config.mk <==
export PLATFORM = sky130hd
export DESIGN_NAME = IFID
export DESIGN_NICKNAME = IFID
export VERILOG_FILES = /design/flow/design.v
export SDC_FILE = /design/flow/constraint.sdc
export NUM_CORES = 4
export LEC_CHECK = 1
export CORE_UTILIZATION = 40
==> design/flow/constraint.sdc <==
current_design IFID

set clk_period 1.1
set clk_io_pct 0.2

create_clock -name clk0 -period $clk_period [get_ports {clk_i}]

set non_clock_inputs [all_inputs -no_clocks]
set_input_delay [expr $clk_period * $clk_io_pct] -clock clk0 $non_clock_inputs
set_output_delay [expr $clk_period * $clk_io_pct] -clock clk0 [all_outputs]
==> results_tabular.tex <==
% Auto-generated results table
\begin{tabular}{lr}
\hline
Metric & Value \\
\hline
\multicolumn{2}{l}{\textbf{Timing}} \\
Setup repair after global routing missed its margin & no \\
Crit path time final & 1.05 ns \\
Count of endpoints failing setup in the final report & 0 \\
Final worst slack & 0.0452 ns \\
Maximum clock frequency & 0.948 GHz \\
Hold Vio Cnt, Final & 0 \\
Final Skew & 0 ns \\
Tightest slew margin relative to the limit & 89.6\% \\
Post-route fraction of the period consumed by the critical path & 95.9\% \\
Worst Hold Slack & 0.305 ns \\
Setup total negative slack & 0 ns \\
Worst-Margin Slew & 0.151 ns \\
Pins over their slew limit & 0 \\
\multicolumn{2}{l}{\textbf{Floorplanning}} \\
Starting Density & 41.6\% \\
Num rows & 27 \\
Die height & 77.7 um \\
Placeable core region & 5510 um2 \\
Number of top-level design ports & 132 \\
Total Die Area & 6030 um2 \\
Width of the die & 77.7 um \\
\multicolumn{2}{l}{\textbf{Clock tree}} \\
Clock Pin Slew Worst Setup and Hold Paths & 0.07 ns \\
CTS sink count & 64 \\
CTS Buffer Depth & 2 \\
Hold Buf Count CTS & 0 \\
Num CTS Buffers & 9 \\
\# H-tree levels & 3 \\
TritonCTS clock tree & built \\
Clock root buffer & sky130\_fd\_sc\_hd\_\_clkbuf\_8 \\
Clock latency at the later pin of the worst-skew pair & 0.33 ns \\
\multicolumn{2}{l}{\textbf{Power}} \\
Total power & 5310 uW \\
P\_leak & 0.00176 uW \\
Switching part of the total power & 21.2\% \\
Sequential share of power & 48.0\% \\
Clock power share & 37.7\% \\
IR Drop Worst-Case VDD & 0.830 mV \\
Total net switching power & 1130 uW \\
Total power divided by cell area & 1340 nW/um2 \\
Pint & 4180 uW \\
Logic gate share of total power & 14.3\% \\
\multicolumn{2}{l}{\textbf{Route}} \\
Initial DRC Count & 35 \\
Number of vias after detailed routing & 1,887 \\
Post-route antenna net violation count & 0 \\
Via/cell ratio & 4.53 \\
Drt wl/cell & 12.8 um \\
Diodes inserted & 0 \\
Total wire length after detailed routing & 5.32 mm \\
Initial DRT Pass Iterations & 4 \\
DRC & 0 \\
\multicolumn{2}{l}{\textbf{GRT}} \\
GR Overflow Total & 0 \\
Number of antenna violations at the first check in global routing & 0 \\
Via count of the first global-routing pass & 1,920 \\
Largest net degree at the start of global routing & 40 \\
Tot GR Track Use & 18.6\% \\
Global-route wire length before repair & 8.79 mm \\
\multicolumn{2}{l}{\textbf{Hold path}} \\
Min-delay worst type & input pin to register \\
End point of the most critical hold path & addr\_o[16] \\
Count of cells along the worst hold path & 3 \\
Critical hold path startpoint & flush\_i \\
\multicolumn{2}{l}{\textbf{Logic synthesis}} \\
Area of the synthesized netlist per yosys stat & 2290 um2 \\
Flip-flop cell with the highest count after synthesis & sky130\_fd\_sc\_hd\_\_dfxtp\_1 \\
Area share, top type & 55.9\% \\
Biggest area consumer among synthesized cells & sky130\_fd\_sc\_hd\_\_dfxtp\_1 \\
Ys cells & 206 \\
Synthesized cell area & 2290 um2 \\
Simple logic cell fraction of the synthesized area & 10.5\% \\
Most frequent cells after synthesis & 64 x sky130\_fd\_sc\_hd\_\_dfxtp\_1, 64 x sky130\_fd\_sc\_hd\_\_mux2i\_1, 64 x sky130\_fd\_sc\_hd\_\_nor2\_1, 6 x sky130\_fd\_sc\_hd\_\_buf\_1, 6 x sky130\_fd\_sc\_hd\_\_buf\_8 \\
Post-synthesis mux area share & 28.0\% \\
Post-synth ARST share & 0\% \\
Number of enable-type register cells in the synthesized netlist & 0 \\
Yosys xor share & 0\% \\
Adder Area Share & 0\% \\
Synth area leaders & sky130\_fd\_sc\_hd\_\_dfxtp\_1 56\%, sky130\_fd\_sc\_hd\_\_mux2i\_1 28\%, sky130\_fd\_sc\_hd\_\_nor2\_1 10\% \\
Yosys warns & 1 \\
Dominant combinational cell family by area after synthesis & multiplexers \\
Aoi/oai-family share of the synthesized area & 0\% \\
Post-Synthesis Cells & 206 \\
Flops after synth & 64 \\
Share of the yosys chip area belonging to registers & 55.9\% \\
Mean cell area of the mapped netlist & 11.1 um2 \\
Number of distinct standard cells referenced by the synthesized netlist & 7 \\
\multicolumn{2}{l}{\textbf{Critical path}} \\
Terminus of the critical flop-to-flop path & addr\_o[2] \\
Cell chain of the critical path & clkdlybuf4s15\_1 \\
CP Launch Type & register \\
Delay of the slowest cell on the worst path & 0.32 ns \\
Worst-path maximum fanout & 2 \\
Largest delay contributor family on the critical path & flip-flops \\
Beginning of the worst register-to-register path & addr\_o[2] \\
R2R depth & 3 \\
Crit path buffers/inverters & 1 \\
Start-to-end type of the worst setup path & register to output port \\
Crit path max-delay cell type & sky130\_fd\_sc\_hd\_\_dfxtp\_2 \\
Required time reported for the critical path endpoint & 0.88 ns \\
Endpoint kind of the worst setup timing path & output port \\
FF-to-FF setup slack & 0.38 ns \\
CP arrival & 0.83 ns \\
\multicolumn{2}{l}{\textbf{Final layout}} \\
\# fillers & 444 \\
Share of post-route cells with drive strength above 1 & 25.2\% \\
FF+latch area & 1360 um2 \\
Combinational gate area & 881 um2 \\
P\&R area growth vs syn & 72.5\% \\
\multicolumn{2}{l}{\textbf{Job}} \\
Tally of OpenROAD warnings & 27 \\
Number of maximum-capacitance violations & 0 \\
\multicolumn{2}{l}{\textbf{Placement}} \\
Hpwl dp & 3.71 mm \\
Number of port buffers & 130 \\
Placer congestion estimate & 0.738 \\
Dpl ws & 0.0817 ns \\
\multicolumn{2}{l}{\textbf{Outcome}} \\
Status & finished, final reports clean \\
\hline
\end{tabular}
==> state kept, by name (all words and copies together) (netlist names) <==
signal	cells
addr_o	32
instr_o	32
==> worst max-delay path by stage <==
stage	end	slack (ns)	from	cells past startpoint
after CTS	instr_o[22]	0.001	instr_o[22]	1
after global routing	instr_o[14]	0.003	instr_o[14]	1
final	addr_o[31]	0.05	addr_o[31]	1
==> timing repair <==
action,in CTS,in global routing
cloned,0,0
endpoints found under the setup margin,64,3
resized,189,3
buffers inserted,1,0
==> logic make-up (layout without fill, tap and decap cells) <==
logic type	after synthesis	in the layout
and+or+nand+nor	64	64
muxes	64	64
DFF	64	64
buffers and inverters	14	153
==> layer usage <==
metal | share of wire, % | track usage (%) | wire length, um | vias to the layer above
met5 | 0 | 0 | 0 | -
met2 | 46 | 30.3 | 2460 | 72
li1 | - | - | - | 947
met3 | 7.8 | 4.78 | 414 | 8
met4 | 1.7 | 3.40 | 91 | 0
met1 | 44 | 25.7 | 2360 | 860
==> layout make-up <==
cell class,count,share of cell area (%)
clock buffer,13,4.02
clock inverter,3,1.01
tap,72,2.28
timing repair buffer,137,36.0
sequential,64,34.4
multi-input combinational,128,22.3
==> worst reg2reg max path: stages, from the launching register on <==
cell and delay, ns:
sky130_fd_sc_hd__dfxtp_2 0.31, sky130_fd_sc_hd__buf_4 0.12, sky130_fd_sc_hd__mux2i_1 0.13, sky130_fd_sc_hd__nor2_1 0.05
==> layout by cell type, fill, tap and decap left out, drive strengths merged <==
cell type,n
buf,9
bufinv,1
clkinv,2
mux2i,64
clkdlybuf4s50,64
clkbuf,13
dfxtp,64
nor2,64
clkdlybuf4s15,64
==> power by group through the flow <==
stage     Clock, uW  Combinational [uW]  Sequential, uW
4_1_cts        2070                 768            2550
5_1_grt        2160                 831            2560
6_report       2000                 758            2550
==> metrics by stage <==
step / util, % / instances / cell area [um2]
final: 71.8 / 417 / 3950
after global routing: 71.8 / 417 / 3950
after CTS: 71.7 / 417 / 3950
after detailed placement: 66.6 / 400 / 3670
after global placement: 66.6 / 400 / 3670
after floorplan: - / 206 / 2290
Power and IR drop assume default switching activity.
