==> ./design.v <==
module EXMEM(clk_i,
             rst_i,
             RegWrite_i,
             MemtoReg_i,
             MemRead_i,
             MemWrite_i,
             ALU_result_i,
             MUX_result_i,
             instr_11_i,
             RegWrite_o,
             MemtoReg_o,
             MemRead_o,
             MemWrite_o,
             ALU_result_o,
             MUX_result_o,
             instr_11_o);
    input               clk_i,rst_i,RegWrite_i,MemtoReg_i,MemRead_i,MemWrite_i;
    input  [31:0]       ALU_result_i,MUX_result_i;
    input  [4:0]        instr_11_i;
    output  reg         RegWrite_o,MemtoReg_o,MemRead_o,MemWrite_o;
    output  reg  [31:0] ALU_result_o;
    output  reg  [4:0]  instr_11_o;
    output  reg  [31:0] MUX_result_o;
    always @(posedge clk_i  ) begin
            RegWrite_o   <= RegWrite_i;
            MemtoReg_o   <= MemtoReg_i;
            MemRead_o    <= MemRead_i;
            MemWrite_o   <= MemWrite_i;
            ALU_result_o <= ALU_result_i;
            instr_11_o   <= instr_11_i;
            MUX_result_o <= MUX_result_i;
    end
endmodule
==> ./run.sh <==
#!/bin/bash
# OpenROAD 26Q1-2900-gdf79404cd8, Yosys 0.63+post, stock flow scripts
make -C /OpenROAD-flow-scripts/flow DESIGN_CONFIG=/design/flow/config.mk WORK_HOME=/design/flow/orfs finish
==> ./config.mk <==
export PLATFORM = sky130hd
export DESIGN_NAME = EXMEM
export DESIGN_NICKNAME = EXMEM
export VERILOG_FILES = /design/flow/design.v
export SDC_FILE = /design/flow/constraint.sdc
export NUM_CORES = 4
export LEC_CHECK = 1
export CORE_UTILIZATION = 30
==> ./constraint.sdc <==
current_design EXMEM

set clk_period 1.0
set clk_io_pct 0.2

create_clock -name clk0 -period $clk_period [get_ports {clk_i}]

set non_clock_inputs [all_inputs -no_clocks]
set_input_delay [expr $clk_period * $clk_io_pct] -clock clk0 $non_clock_inputs
set_output_delay [expr $clk_period * $clk_io_pct] -clock clk0 [all_outputs]
==> flow_results.xml <==
<?xml version="1.0" encoding="UTF-8"?>
<metrics>
  <group name="cts">
    <metric name="numCtsBuffers" unit="">9</metric>
    <metric name="numClockSinks" unit="">73</metric>
    <metric name="cts.root.buffer_cell" unit="">sky130_fd_sc_hd__clkbuf_8</metric>
    <metric name="cts.path.max_buffers" unit="">2</metric>
    <metric name="cts.clk_slew.worst_paths" unit="ps">70</metric>
    <metric name="post_cts_hold_buffer_count" unit="">0</metric>
    <metric name="cts-htree-levels" unit="">3</metric>
    <metric name="cts_tree" unit="">yes</metric>
  </group>
  <group name="setup_path">
    <metric name="timing.critical_path.buf_inv" unit="">1</metric>
    <metric name="critical_path.endpoint_type" unit="">output pin</metric>
    <metric name="critical_path_peak_fanout" unit="">1</metric>
    <metric name="critPathTopFamily" unit="">flip-flops</metric>
    <metric name="path_class" unit="">reg -&gt; out</metric>
    <metric name="crit_path_cell_trace" unit="">buf_2</metric>
    <metric name="worst-endpoint-required" unit="ps">800</metric>
    <metric name="start_kind" unit="">register</metric>
    <metric name="cp_data_arrival_time" unit="ps">750</metric>
    <metric name="worst_path_slowest_cell" unit="">sky130_fd_sc_hd__dfxtp_2</metric>
    <metric name="cpPeakStageDelay" unit="ps">310</metric>
  </group>
  <group name="grt">
    <metric name="total_overflow_reported_by_the_global_router" unit="">0</metric>
    <metric name="grt_max_degree" unit="">12</metric>
    <metric name="number_of_global_route_vias_before_repair" unit="">1073</metric>
    <metric name="antenna_found_initial" unit="">0</metric>
    <metric name="grt_first_pass_wirelength" unit="um">5150</metric>
    <metric name="groute.usage.overall" unit="%">13.8</metric>
  </group>
  <group name="sta">
    <metric name="finalWorstPathRequiredPeriod" unit="ps">946</metric>
    <metric name="finalMaxSlewViolations" unit="">0</metric>
    <metric name="timing.final.crit_share" unit="%">94.6</metric>
    <metric name="setup_total_negative_slack" unit="ps">0</metric>
    <metric name="timing_worst_slew_pin_value" unit="ps">99.3</metric>
    <metric name="max_freq" unit="GHz">1.06</metric>
    <metric name="final-setup-viol-count" unit="">0</metric>
    <metric name="timing.final.ws_setup" unit="ps">53.8</metric>
    <metric name="timing.max_slew.rel_slack" unit="%">93.4</metric>
    <metric name="timing.final.hold_violations" unit="">0</metric>
    <metric name="rsz0062_at_grt" unit="">false</metric>
  </group>
  <group name="power">
    <metric name="power.net_switching" unit="uW">993</metric>
    <metric name="sw_frac_of_total" unit="%">17.3</metric>
    <metric name="power.sequential.fraction" unit="%">53.9</metric>
    <metric name="comb_power_share" unit="%">6.8</metric>
    <metric name="pwr_density_cell" unit="mW/mm^2">2020</metric>
    <metric name="total_leakage_power" unit="nW">1.30</metric>
    <metric name="power.ir.vdd_worst" unit="mV">1.19</metric>
    <metric name="share_clk_of_total_power" unit="%">39.3</metric>
    <metric name="power_report.internal_total" unit="mW">4.76</metric>
  </group>
  <group name="min_path">
    <metric name="min_from" unit="">MUX_result_i[7]</metric>
    <metric name="worst_hold_path.endpoint" unit="">MUX_result_o[7]$_DFF_P_</metric>
    <metric name="hold-path-cell-count" unit="">1</metric>
    <metric name="worst_hold_path_type" unit="">in -&gt; reg</metric>
  </group>
  <group name="logic_synthesis">
    <metric name="synthesized_area_fraction_occupied_by_adder_cells" unit="%">0</metric>
    <metric name="post_synth_xor_area_fraction" unit="%">0</metric>
    <metric name="netlist-cell-type-count" unit="">1</metric>
    <metric name="ys_ff" unit="">73</metric>
    <metric name="synth_compound_gate_area_share" unit="%">0</metric>
    <metric name="yosys.area.top_type_share" unit="%">100</metric>
    <metric name="syn-mean-instance-area" unit="um^2">20.0</metric>
    <metric name="yosysWarnings" unit="">1</metric>
    <metric name="yosys.stat.chipArea" unit="mm^2">0.00146</metric>
    <metric name="post_synth_main_area_contributors" unit="">sky130_fd_sc_hd__dfxtp_1 (100%)</metric>
    <metric name="yosys_cells" unit="">73</metric>
    <metric name="netlist.top_cell.by_area" unit="">sky130_fd_sc_hd__dfxtp_1</metric>
    <metric name="synth.yosys.seq_area_share" unit="%">100</metric>
    <metric name="synth.cell_area" unit="mm^2">0.00146</metric>
    <metric name="synth.area.mux_share" unit="%">0</metric>
    <metric name="netlist_instances" unit="">73</metric>
    <metric name="synth-simple-area-share" unit="%">0</metric>
  </group>
  <group name="floorplanning">
    <metric name="dieHeight" unit="um">71.8</metric>
    <metric name="fp_util" unit="%">31.1</metric>
    <metric name="boundaryPins" unit="">148</metric>
    <metric name="row_count" unit="">25</metric>
    <metric name="floorplan.die.width" unit="um">71.8</metric>
    <metric name="die-area" unit="mm^2">0.00515</metric>
    <metric name="design.core.area" unit="mm^2">0.00469</metric>
  </group>
  <group name="detailed_routing">
    <metric name="routedWlPerCell" unit="um">12.5</metric>
    <metric name="routed_wl" unit="um">3610</metric>
    <metric name="vias_per_cell" unit="">3.78</metric>
    <metric name="drcViolationCount" unit="">0</metric>
    <metric name="drt.antenna.violating_nets" unit="">0</metric>
    <metric name="drt_first_iter_violations" unit="">19</metric>
    <metric name="detail_route.first_pass.iterations" unit="">2</metric>
    <metric name="num_vias" unit="">1093</metric>
    <metric name="antennaDiodeCount" unit="">0</metric>
  </group>
  <group name="cells_and_area">
    <metric name="post-route-cell-area" unit="mm^2">0.00284</metric>
    <metric name="layout-drive-gt1-share" unit="%">40.9</metric>
    <metric name="area.combinational" unit="um^2">0</metric>
    <metric name="layout.cells.non_filler" unit="">289</metric>
    <metric name="synthToLayoutAreaGrowth" unit="%">94.6</metric>
    <metric name="logic_gates" unit="">0</metric>
  </group>
  <group name="place">
    <metric name="detailedPlacementHpwl" unit="um">2680</metric>
    <metric name="pre_cts_slack" unit="ps">26.8</metric>
    <metric name="portBuffers" unit="">146</metric>
    <metric name="placed_cells_incl_taps" unit="">273</metric>
    <metric name="placed_area" unit="mm^2">0.00299</metric>
    <metric name="placer_congestion" unit="">0.719</metric>
  </group>
  <group name="run">
    <metric name="cap_violations" unit="">0</metric>
    <metric name="log.warning_count" unit="">27</metric>
  </group>
  <group name="status">
    <metric name="outcome" unit="">completed</metric>
  </group>
</metrics>
==> state kept, by name, indices dropped and copies added, names as in the netlist <==
signal,count
ALU_result_o,32
MUX_result_o,32
instr_11_o,5
MemRead_o,1
MemWrite_o,1
MemtoReg_o,1
RegWrite_o,1
==> per-layer routing <==
metal / global-route usage [%] / part of all wire (%) / up-vias
met4: 3.70 / 1.9 / 0
li1: - / - / 537
met5: 0 / 0 / -
met1: 18.7 / 39 / 460
met2: 19.7 / 43 / 87
met3: 7.85 / 17 / 9
==> cell usage after synthesis, drive strengths merged <==
cell type  instances
dfxtp             73
==> per-stage QoR <==
stage	util (%)	hold WS (ps)	total power, mW
2_1_floorplan	-	228	3.12
3_3_place_gp	63.7	648	3.71
3_5_place_dp	63.7	652	3.71
4_1_cts	60.8	290	5.84
5_1_grt	60.6	289	6.00
6_report	60.6	311	5.75
==> cells in the final DEF (no fill, tap or decap) <==
| cell type | netlist | final |
|---|---|---|
| sky130_fd_sc_hd__clkdlybuf4s50_1 | 0 | 73 |
| sky130_fd_sc_hd__buf_2 | 0 | 71 |
| sky130_fd_sc_hd__dfxtp_1 | 73 | 64 |
| sky130_fd_sc_hd__clkbuf_8 | 0 | 12 |
| sky130_fd_sc_hd__dfxtp_2 | 0 | 9 |
| sky130_fd_sc_hd__clkbuf_1 | 0 | 2 |
| sky130_fd_sc_hd__clkbuf_2 | 0 | 2 |
| sky130_fd_sc_hd__bufinv_16 | 0 | 1 |
| sky130_fd_sc_hd__clkinv_2 | 0 | 1 |
==> how the worst max path moves through the flow <==
| stage | start | to | slack, ps | depth (start not counted) |
|---|---|---|---|---|
| 6_report | instr_11_o[1]$_DFF_P_ | instr_11_o[1] | 50 | 1 |
| 5_1_grt | ALU_result_o[10]$_DFF_P_ | ALU_result_o[10] | 20 | 1 |
| 4_1_cts | ALU_result_o[19]$_DFF_P_ | ALU_result_o[19] | 1 | 1 |
==> power groups by stage <==
stage / clock network (mW) / registers (mW) / logic [mW]
after CTS: 2.34 / 3.10 / 0.402
after global routing: 2.47 / 3.11 / 0.427
final: 2.26 / 3.10 / 0.393
==> what timing repair did <==
item	in CTS	in global routing
endpoints found under the setup margin	73	2
gates resized	227	3
setup buffers	0	0
==> layout make-up <==
type	instances	area, um^2
clock inverters	2	35.0
clock buffers	14	173
repair buffers	146	1100
fillers	389	1850
well taps	54	67.6
flip-flops and latches	73	1470
==> cells by family (layout without fill, tap and decap cells) <==
group	count (synthesis)	count (layout)
DFF	73	73
buffers and inverters	0	162
Power figures rest on the tool's default switching activity, not on a simulated workload.
